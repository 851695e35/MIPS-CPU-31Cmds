### design/flow/run.sh
#!/bin/bash
# OpenROAD 26Q1-2900-gdf79404cd8, Yosys 0.63+post, stock flow scripts
make -C /OpenROAD-flow-scripts/flow DESIGN_CONFIG=/design/flow/config.mk WORK_HOME=/design/flow/orfs finish
### design/flow/config.mk
export PLATFORM = sky130hd
export DESIGN_NAME = DMEM
export DESIGN_NICKNAME = DMEM
export VERILOG_FILES = /design/flow/design.v
export SDC_FILE = /design/flow/constraint.sdc
export NUM_CORES = 4
export LEC_CHECK = 1
export CORE_UTILIZATION = 30
### design/flow/constraint.sdc
current_design DMEM

set clk_period 5.7
set clk_io_pct 0.2

create_clock -name clk0 -period $clk_period [get_ports {clk}]

set non_clock_inputs [all_inputs -no_clocks]
set_input_delay [expr $clk_period * $clk_io_pct] -clock clk0 $non_clock_inputs
set_output_delay [expr $clk_period * $clk_io_pct] -clock clk0 [all_outputs]
### design/flow/design.v
`timescale 1ns / 1ps
module DMEM(
    input clk,
    input ena,
    input wsignal,
    input rsignal,
    input [10:0] addr,
    input [31:0] wdata,
    output [31:0] rdata
);
    reg [31:0] data[0:31];
    always @ (posedge clk) begin
        if (wsignal && ena) begin
            data[addr] <= wdata;
        end
    end
    assign rdata = (rsignal && ena) ? data[addr] : 32'bz;
endmodule
==> flow_summary.ini <==
; implementation run metrics
[synthesis]
synth-xor-area-share = 0
synthAdderAreaFrac = 0
mux_share = 0.131
aoi_share = 0.0414
ys_chip_area_um2 = 39100
ys_seq_share = 0.786
synth_cells = 2077
synth_area_um2 = 39100
postSynthAreaPerCell_um2 = 18.8
synth-seq-cells = 1024
logic_family = multiplexers
ys_sh_simple = 0.0230
yosysWarnings = 2
synth_cell_type_count = 24
yosys_cells = 2077

[clock_network]
cts.sinks = 1024
postCtsSetupRepairBufs = 0
clockBufferDepth = 3
cts_max_level = 3
cts.clk_slew.worst_paths_ns = 0.06
clock-root-buffer = clkbuf_16
ctsResizeCount = 0
tritoncts = done
cts_inserted_buffers = 96
cts_hold_buf = 0

[power]
p_clk_frac = 0.401
power_frac_comb = 0.049
p_sw_mw = 3.10
p_sw_frac = 0.204
p_seq_frac = 0.550
cellLeakagePower_nw = 15.4
power_density_nw_per_um2 = 331
ir_worst_vdd_uv = 220
finalPower_mw = 15.2
p_int_mw = 12.1

[layout]
mostFrequentLayoutCell = edfxtp_1
largest_reg_flops = 1024
register_area_um2 = 30700
mi_logic_area_um2 = 7970
num-fill-cells = 11782
post_route_cells_drive_above_1_share = 0.134
area_delta_synth_final_pct = 17.2
top_regs = data x1024
lay_top_cells = 1,024 x edfxtp_1, 512 x mux2i_1, 253 x o22ai_1, 105 x buf_4, 97 x clkbuf_16
regMostFlops = data

[placement]
dp_hpwl_um = 54300
numPortBuffers = 71
gp_congestion = 0.838

[final_timing]
tightestPinTransition_ns = 0.994
grt_setup_unrepaired = false
period_used_share = 0.967
slew_headroom = 0.335
hold_violations = 0
period_needed_ns = 5.51
fmax_mhz = 181
slew_viol_final = 0
finalSetupTns_ns = 0
setup_viol = 0

[route]
n_antenna_cell = 0
post_drt_wl_per_cell_um = 24.1
drc = 0
num_vias = 19931
viasPerCell = 4.90
drt_wl_total_um = 97900
antenna_left = 0
drt-pass1-iter-count = 5
drtIter0Drc = 1093

[global_routing]
grtUsageTotal = 0.159
grt_max_degree = 89
grt_pass1_vias = 21079
grt_pass1_wl_um = 141000
grt_antenna_before_repair = 1
overflow = 0

[die]
die-area_um2 = 132000
ioPinCount = 79
fp.dieW_um = 363
placementRows = 132
die_y_um = 363
fp_util = 0.302
core_um2 = 129000

[worst_setup_path]
crit_path_end_kind = primary output
critPathArrivalTime_ns = 4.37
crit_type = in -> out
cpPeakStageDelay_ns = 0.85
required_ns = 4.56
start_kind = input port
cp_max_fo = 32
slowest_stage = clkdlybuf4s50_1
path_cells = clkdlybuf4s50_1 > or4b_2 > buf_4 > o22ai_1 > nor4_1 > buf_4 > nand2_1 > clkdlybuf4s50_1

[job]
maxCapViolations = 0
warnings = 33

[worst_hold_path]
holdPathStages = 2
hold_path_class = in -> reg

[outcome]
status = finished, final reports clean
## worst max-delay path: cells and delay by family
| family | cells | cell delay [ns] |
|---|---|---|
| AND-OR/OR-AND | 1 | 0.18 |
| buffers and inverters | 4 | 2.05 |
| AND/OR/NAND/NOR | 3 | 0.99 |
## final timing paths
| path | start | endpoint | slack [ns] |
|---|---|---|---|
| worst min-delay path | wdata[7] | data[1][7] | 1.31 |
| worst max-delay path | addr[2] | rdata[9] | 0.19 |
## Yosys cell counts (all sizes together)
| cell type | count | area [um^2] |
|---|---|---|
| nand2 | 36 | 135 |
| or3 | 2 | 12.5 |
| or4b | 4 | 47.6 |
| nor4 | 64 | 400 |
| mux2i | 512 | 5120 |
| nor2 | 30 | 113 |
| o22ai | 256 | 1620 |
| nand4 | 2 | 12.5 |
| clkbuf | 18 | 70.1 |
| or3b | 2 | 17.5 |
| or4 | 1 | 11.3 |
| nor3 | 4 | 20.0 |
| nand4bb | 6 | 67.6 |
| nand3b | 2 | 15.0 |
| buf | 108 | 649 |
| nand3 | 1 | 5.00 |
| nand4b | 5 | 43.8 |
| edfxtp | 1024 | 30700 |
## layer usage
metal | vias to the layer above | share of wire | global-route usage
met5 | - | 0.00051 | 0.00508
met4 | 4 | 0.022 | 0.0283
met3 | 136 | 0.18 | 0.137
met2 | 1354 | 0.47 | 0.241
met1 | 9599 | 0.33 | 0.168
li1 | 8838 | - | -
## cells by family (layout without fill, tap and decap cells)
family	after synthesis	after routing
multiplexers	512	512
AND-OR/OR-AND	256	256
AND/OR/NAND/NOR	159	159
buffers and inverters	126	371
flip-flops	1024	1024
## area by class of cell
type                    instances  share of cell area
multi-input cells             927               0.174
repair buffers                198              0.0424
clock inverters                58              0.0112
flip-flops and latches       1024               0.671
clock buffers                 115              0.0544
well taps                    1742              0.0475
## stage by stage
stage	hold slack [ns]	instance area (um^2)	worst slack, ns	cells	util
after floorplan	1.24	39100	0.957	2077	-
after global placement	1.98	42800	0.136	3891	0.331
after detailed placement	1.98	42800	0.160	3891	0.331
after CTS	1.27	45900	0.145	4064	0.354
after global routing	1.31	45900	0.00308	4064	0.354
final	1.31	45900	0.188	4064	0.354
## power groups by stage
| stage | logic (mW) | registers, mW | clock network [mW] |
|---|---|---|---|
| after CTS | 0.751 | 8.35 | 6.19 |
| after global routing | 0.801 | 8.35 | 6.48 |
| final | 0.736 | 8.35 | 6.09 |
No activity file was given, so power comes from the tool's default toggle rates.
